## ./constraint.sdc

```tcl
current_design top

set clk_period 2.7
set clk_io_pct 0.2

create_clock -name clk0 -period $clk_period [get_ports {clk}]

set non_clock_inputs [all_inputs -no_clocks]
set_input_delay [expr $clk_period * $clk_io_pct] -clock clk0 $non_clock_inputs
set_output_delay [expr $clk_period * $clk_io_pct] -clock clk0 [all_outputs]
```

## ./run.sh

```bash
#!/bin/bash
# OpenROAD 26Q1-2900-gdf79404cd8, Yosys 0.63+post, stock flow scripts
make -C /OpenROAD-flow-scripts/flow DESIGN_CONFIG=/design/flow/config.mk WORK_HOME=/design/flow/orfs finish
```

## ./design.v

```verilog
module top (
	input  clk,
	input [7:0] nbtn,
	output [10:0] ledc,
	output [7:0] pmod,
);
	wire [7:0] btn = ~nbtn;
	wire [7:0] seven_segment;
	assign pmod = seven_segment;
	reg [7:0] display_value = 0;
	wire [7:0] display_value_inc;
	reg [7:0] lap_value = 0;
	reg [4:0] lap_timeout = 0;
	reg [20:0] clkdiv = 0;
	reg clkdiv_pulse = 0;
	reg running = 0;
	assign ledc[0] = !nbtn[0];									 
	assign ledc[1] = btn[1] || btn[2];							 
	assign ledc[2] = btn[2] ^ btn[3];							 
	assign ledc[3] = btn[3] && !nbtn[0];						 
	assign ledc[4] = (btn[1] + btn[2] + btn[3] + 2'b00) >> 1;	 
	always @(posedge clk) begin
		if (clkdiv == 800000) begin
			clkdiv <= 0;
			clkdiv_pulse <= 1;
		end else begin
			clkdiv <= clkdiv + 1;
			clkdiv_pulse <= 0;
		end
		if (clkdiv_pulse) begin
			display_value <= display_value_inc;
		end
	end
	assign display_value_inc = display_value + 8'b1;
	seven_seg_ctrl seven_segment_ctrl (
		.clk(clk),
		.din(display_value[7:0]),
		.dout(seven_segment)
	);
endmodule
module bcd8_increment (
	input [7:0] din,
	output reg [7:0] dout
);
	always @* begin
		case (1'b1)
			din[7:0] == 8'h 99:
				dout = 0;
			din[3:0] == 4'h 9:
				dout = {din[7:4] + 4'd 1, 4'h 0};
			default:
				dout = {din[7:4], din[3:0] + 4'd 1};
		endcase
	end
endmodule
module seven_seg_ctrl (
	input clk,
	input [7:0] din,
	output reg [7:0] dout
);
	wire [6:0] lsb_digit;
	wire [6:0] msb_digit;
	seven_seg_hex msb_nibble (
		.din(din[7:4]),
		.dout(msb_digit)
	);
	seven_seg_hex lsb_nibble (
		.din(din[3:0]),
		.dout(lsb_digit)
	);
	reg [9:0] clkdiv = 0;
	reg clkdiv_pulse = 0;
	reg msb_not_lsb = 0;
	always @(posedge clk) begin
		clkdiv <= clkdiv + 1;
		clkdiv_pulse <= &clkdiv;
		msb_not_lsb <= msb_not_lsb ^ clkdiv_pulse;
		if (clkdiv_pulse) begin
			if (msb_not_lsb) begin
				dout[6:0] <= ~msb_digit;
				dout[7] <= 0;
			end else begin
				dout[6:0] <= ~lsb_digit;
				dout[7] <= 1;
			end
		end
	end
endmodule
module seven_seg_hex (
	input [3:0] din,
	output reg [6:0] dout
);
	always @*
		case (din)
			4'h0: dout = 7'b 0111111;
			4'h1: dout = 7'b 0000110;
			4'h2: dout = 7'b 1011011;
			4'h4: dout = 7'b 1100110;
			4'h5: dout = 7'b 1101101;
			4'h6: dout = 7'b 1111101;
			4'h7: dout = 7'b 0000111;
			4'h9: dout = 7'b 1101111;
			4'hA: dout = 7'b 1110111;
			4'hB: dout = 7'b 1111100;
			4'hC: dout = 7'b 0111001;
			4'hD: dout = 7'b 1011110;
			4'hE: dout = 7'b 1111001;
			4'hF: dout = 7'b 1110001;
			default: dout = 7'b 1000000;
		endcase
endmodule
```

## ./config.mk

```make
export PLATFORM = sky130hd
export DESIGN_NAME = top
export DESIGN_NICKNAME = top
export VERILOG_FILES = /design/flow/design.v
export SDC_FILE = /design/flow/constraint.sdc
export NUM_CORES = 4
export LEC_CHECK = 1
export CORE_UTILIZATION = 50
```

==> notes.md <==
Notes on the flow outputs.

- The growth of design area from synthesis to finish is 11.0%.
- The class of the most critical setup path reads primary input to primary output.
- The highest-delay cell along the critical path reads sky130_fd_sc_hd__clkdlybuf4s50_1.
- As logged by OpenROAD, the buffers inserted on ports number 17.
- The register bit count reported by yosys is 50.
- The most frequently used flop master after synthesis is sky130_fd_sc_hd__dfxtp_1.
- The CTS buffer count is 5.
- The netlist uses 44 different library cells.
- The DRC violation count after routing reads 0.
- The cell type group with the largest total delay on the critical path is buffers and inverters.
- The area of the synthesized netlist per yosys stat reads 0.00260 mm2.
- The largest stage delay on the critical path is 510 ps.
- Setup repair after global routing left no endpoint under its margin.
- The height of the chip is 74.2 um.
- The relative slew slack reads 56.1%.
- The CTS root buffer is sky130_fd_sc_hd__clkbuf_8.
- The switching share of total power reads 20.5%.
- The setup TNS reads 0 ps.
- In the post-synthesis netlist, the biggest area contributors are sky130_fd_sc_hd__dfxtp_1 26%, sky130_fd_sc_hd__edfxtp_1 18%, sky130_fd_sc_hd__xnor2_1 8.7%.
- The routed wire length per instance reads 11.4 um.
- The area taken by multi-input logic gates reads 0.00132 mm2.
- The register-to-register setup slack is 650 ps.
- The combinational fraction of design power is 1.7%.
- The power share of the sequential group is 62.8%.
- In this run the power density over the cells is 424 mW/mm2.
- The detailed router's first-iteration violation count reads 51.
- Entering global routing, the biggest net connects 21 pins.
- The total met2 wirelength after detailed routing is 1590 um.
- Summing all flip-flop and latch instances after layout gives 0.00116 mm2.
- In this run the worst setup path terminates at ledc[4].
- The capture point of the worst register-to-register path is recorded as seven_segment_ctrl.dout[0].
- The post-placement worst setup slack reads 230 ps.
- The path length in cells of the critical path is 5.
- The number of gates resized after cts reads 0.
- The launching instance or port of the critical path is nbtn[3].
- The worst supply voltage drop on vdd reads 0.000358 V.
- The worst reg2reg path depth is 6.
- Counting tap cells, the placed design contains a total of 340 instances.
- Summed over all routing layers, the global router reports a total usage of 16.2%.
- The fraction of layout instances using a drive strength above 1 reads 5.34%.
- The level count of the clock H-tree reads 2.
- The number of clock sinks seen by CTS reads 50.
- The horizontal extent of the die reads 74.2 um.
- The first TritonRoute pass finished after 4 iterations.
- The number of diodes added for antenna fixing is 0.
- The highest signal layer in the routed design reads met4.
- The min-delay analysis places its worst path in the category flip-flop to flip-flop.
- The data arrival at the endpoint of the critical path is 1930 ps.
- The final critical-path share of the clock period is 91.3%.
- The clock tree from TritonCTS is done.
- The critical path's most frequent cell reads sky130_fd_sc_hd__clkdlybuf4s50_1.
- Along the worst path, the maximum fanout reaches 3.
- The synthesis log from Yosys contains 9 warnings.
- For the worst setup path, the data required time is 2160 ps.
- The internal power of the cells is 974 uW.
- The fmax is 0.406 GHz.
- The final instance area is 0.00289 mm2.
- The mean post-synth cell area reads 9.83 um2.
- The count of buffer and inverter cells on the critical path reads 3.
- The later-pin clock latency in the skew report is 300 ps.
- The count of hold buffers inserted by post-cts repair is 0.
- The count of instantiated cells in the yosys netlist is 265.
- The post-route antenna net violation count is 0.
- The sum of overflow across all layers after global routing reads 0.
- The share of synthesized registers carrying an async set or reset reads 0%.
- The I/O pin count is 28.
- The number of standard cells in the final layout excluding fillers reads 348.
- The last timing report of the flow puts the setup violation total at 0.
- Summed over all cells, the static leakage comes to 1.07 nW.
- The signal on the critical path passes through clkdlybuf4s50_1 > inv_1 > ha_1 > a21o_1 > clkdlybuf4s50_1.
- The post-DP HPWL reads 2800 um.
- Across all stage logs, warnings added up to 42.
- The via count of the first global-routing pass reads 1,449.
- The detailed router reported a total wirelength of 3970 um.
- The run finished with clean final reports.
- CTS reports a maximum clock tree buffer depth of 2.
- Subtracting the final worst setup slack from the clock period gives 2470 ps.
- The clock transition at the register clock pins on the worst setup and hold paths after CTS is 90 ps.
- The final max-slew violation count recorded for this run is 0.
- The post-synthesis cell type with the largest combined area reads sky130_fd_sc_hd__dfxtp_1.
- The capturing element type of the critical path is a primary output.
- Final hold analysis gives a worst-case slack of 421 ps.
- The synthesized design contains 16 enable-type register cells.
- After floorplanning, the core was divided into 25 placement rows.
- The count of mapped cells out of synthesis reads 265.
- The met3 layer wire length in the routed design is 168 um.
- The smallest setup slack after layout reads 234 ps.
- The post-synthesis sequential area ratio reads 44.6%.
- The tally of max-capacitance violations is 0.
- The sort of element at the start of the critical path reads a primary input.
- The number of antenna violations at the first check in global routing is 0.
- The area of the mapped netlist reads 0.00260 mm2.
- The core occupancy in the finished layout reads 59.3%.
- The total die size reads 0.00550 mm2.
- The final setup skew reads 7.75 ps.
- The routed layout has 1,751 vias.
- The total chip power reads 1.22 mW.
- The portion of total power attributed to the clock network reads 35.5%.
- In the final report, the number of hold violations comes to 0.
- The total cell area at the placement stage reads 0.00280 mm2.
- Summed over all nets, the switching power comes to 251 uW.
- The measured slew at the worst slew-check pin reads 653 ps.
- The total area inside the core boundary comes to 0.00488 mm2.
- The detail-routed via count per cell reads 5.03.
- The worst reg2reg path startpoint reads display_value[0].
- The number of setup buffers added after CTS is 0.
- The portion of synthesized cell area occupied by the leading cell type is 26.1%.
- The layout has 426 filler cells.
- The first-pass GRT wire length reads 6620 um.
- Routability-driven placement finished with a final weighted congestion of 0.777.
- At the floorplan stage, the core utilization is reported as 53.4%.
- The detailed-routing wirelength on met1 is 2160 um.
## cells by family after synthesis
group	count (synthesis)	synth area share, %
AOI/OAI and AO/OA	38	9.56
buffers and inverters	31	5.38
adders and majority gates	17	8.17
and+or+nand+nor	91	18.7
other	1	0.144
DFF	50	44.6
xor gates and xnor gates	35	11.8
muxes	2	1.73
## routing by layer
layer | up-vias | GRT usage, %
met5 | - | 0
met4 | 0 | 2.14
met3 | 4 | 3.30
met2 | 36 | 22.2
met1 | 776 | 28.3
li1 | 935 | -
## worst register-to-register path: cells and delay by family (launching register included)
kind	cells	cell delay, ps
DFF	1	530
muxes	1	450
adders and majority gates	1	370
buffers and inverters	2	230
and+or+nand+nor	1	140
AOI/OAI and AO/OA	1	60
## layout by cell type (no fill, tap or decap), drive strengths merged, types with 4 or more instances in the layout
| cell | synthesis | final |
|---|---|---|
| a211oi | 4 | 4 |
| clkdlybuf4s50 | 0 | 17 |
| nor2 | 23 | 23 |
| nand2b | 6 | 6 |
| a21oi | 9 | 9 |
| nand4 | 13 | 13 |
| nor3 | 5 | 5 |
| ha | 17 | 17 |
| clkbuf | 5 | 6 |
| nand3 | 11 | 11 |
| nand2 | 14 | 14 |
| o21ai | 10 | 10 |
| edfxtp | 16 | 16 |
| xnor2 | 26 | 26 |
| xor2 | 9 | 9 |
| and2 | 6 | 6 |
| nor2b | 4 | 4 |
| dfxtp | 34 | 34 |
| inv | 17 | 18 |
| conb | 1 | 6 |
## layout make-up
| class | count | share of cell area [%] |
|---|---|---|
| clock buffer | 6 | 2.51 |
| clock inverter | 2 | 0.606 |
| inverter | 17 | 2.21 |
| multi-input combinational | 189 | 45.7 |
| sequential | 50 | 40.2 |
| tap | 67 | 2.90 |
| timing repair buffer | 17 | 5.88 |
## worst min-delay path by stage
stage	end	from	slack [ps]	depth (start not counted)
after CTS	seven_segment_ctrl.clkdiv[0]	seven_segment_ctrl.clkdiv[0]	420	1
after global routing	seven_segment_ctrl.clkdiv[0]	seven_segment_ctrl.clkdiv[0]	430	1
final	seven_segment_ctrl.clkdiv[0]	seven_segment_ctrl.clkdiv[0]	420	1
## sequential cells by signal (all words and copies together), names as in the netlist
name	count
clkdiv	21
clkdiv_pulse	1
display_value	8
seven_segment_ctrl.clkdiv	10
seven_segment_ctrl.clkdiv_pulse	1
seven_segment_ctrl.dout	8
seven_segment_ctrl.msb_not_lsb	1
## Yosys cell counts, types with 4 or more instances
| cell | instances |
|---|---|
| sky130_fd_sc_hd__inv_1 | 17 |
| sky130_fd_sc_hd__buf_4 | 6 |
| sky130_fd_sc_hd__clkbuf_1 | 5 |
| sky130_fd_sc_hd__and2_1 | 6 |
| sky130_fd_sc_hd__ha_1 | 17 |
| sky130_fd_sc_hd__o21ai_0 | 10 |
| sky130_fd_sc_hd__nor2_1 | 23 |
| sky130_fd_sc_hd__nor2b_1 | 4 |
| sky130_fd_sc_hd__xnor2_1 | 26 |
| sky130_fd_sc_hd__dfxtp_1 | 34 |
| sky130_fd_sc_hd__nand4_1 | 12 |
| sky130_fd_sc_hd__xor2_1 | 9 |
| sky130_fd_sc_hd__a211oi_1 | 4 |
| sky130_fd_sc_hd__nand2b_1 | 6 |
| sky130_fd_sc_hd__nand3_1 | 10 |
| sky130_fd_sc_hd__a21oi_1 | 8 |
| sky130_fd_sc_hd__nand2_1 | 14 |
| sky130_fd_sc_hd__edfxtp_1 | 16 |
| sky130_fd_sc_hd__nor3_1 | 4 |
## power by group through the flow
stage         registers (mW)  logic [mW]  clock network [mW]
CTS                    0.770      0.0211               0.451
global route           0.770      0.0247               0.474
finish                 0.769      0.0208               0.435
Power is estimated from default activity; no workload was simulated.
